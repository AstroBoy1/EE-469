$ cat flow/config.mk
export PLATFORM = sky130hd
export DESIGN_NAME = flagCheck
export DESIGN_NICKNAME = flagCheck
export VERILOG_FILES = /design/flow/design.v
export SDC_FILE = /design/flow/constraint.sdc
export NUM_CORES = 4
export LEC_CHECK = 1
export CORE_AREA = 10 10 70 70
export DIE_AREA = 0 0 80 80
$ cat flow/constraint.sdc
current_design flagCheck

set clk_period 7.8
set clk_io_pct 0.2

create_clock -name clk0 -period $clk_period

set non_clock_inputs [all_inputs -no_clocks]
set_input_delay [expr $clk_period * $clk_io_pct] -clock clk0 $non_clock_inputs
set_output_delay [expr $clk_period * $clk_io_pct] -clock clk0 [all_outputs]
$ cat flow/design.v
module flagCheck(bits, zero, over, cOut, neg, cout64, cin64);
	input [63:0] bits;  
	input cin64, cout64;  
	output zero, over, cOut, neg;  
	wire [63:0] value;  
	and andValue(value[0], bits[0], 1);
	genvar i;
	generate
		for(i=1; i<=63; i++) begin : eachPair
			nor bitNor(value[i], value[i-1], bits[i]);
		end
	endgenerate
	assign zero = value[63];
	xor cinXcout(over, cin64, cout64);
	assign cOut = cout64;
	assign neg = bits[63];
endmodule
module flagCheck_testbench();
	reg [63:0] bits;  
	reg cin64, cout64;  
	wire zero, over, cOut, neg;  
	flagCheck dut(.bits, .zero, .over, .cOut, .neg, .cout64, .cin64);
	integer i;
	initial begin
		for (i=0; i<2**2; i++) begin
			{cin64, cout64} = i; #10;
			bits = 64'h0000000000000000; #10;  
			bits = 64'hffffffffffffffff; #10;  
			bits = i * 64'hffbf1fffff2fff0f; #10;  
		end
	end
endmodule
$ cat flow/run.sh
#!/bin/bash
# OpenROAD 26Q1-2900-gdf79404cd8, Yosys 0.63+post, stock flow scripts
make -C /OpenROAD-flow-scripts/flow DESIGN_CONFIG=/design/flow/config.mk WORK_HOME=/design/flow/orfs finish
==> out/qor.yml <==
first_pass_iters: 3
logic_area_um2: 300
worstHoldPathType: "input port to output port"
core_region_area_mm2: 0.00342
first_iter_violations: 10
rsz0062_at_grt: "false"
gp_congestion: 0.815
n_clock_buffer: 0
grt_use_met1: 0.0732
grt_overflow: 0
topCellsByArea: "nor3_1, a21oi_1, inv_1"
synth_warnings: 0
ys_area_um2: 353
relSlewSlack: 0.780
die_area_mm2: 0.00640
holdPathEnd: "cOut"
start_kind: "input port"
grt_use_met3: 0.0193
fp-utilization: 0.103
io_buffers: 70
gr-usage-all-layers: 0.0633
viasPerCell: 3.87
crit_fanout: 2
rows: 21
finalClockPeriodUsage: 0.663
fill_cells: 372
largest_area_cell: "nor3_1"
cts_hold_buf: 0
diodes: 0
route.detailed.drc: 0
ys_seq_share: 0
path_class: "input port to output port"
worstMarginPinSlew_ns: 0.322
yosys.cell_count.top_type: "inv_1"
synthToLayoutAreaGrowth_pct: 211
p_per_area_mw_per_mm2: 42.7
wl_per_cell_um: 12.7
flops: 0
setup_viol: 0
slew_violations: 0
dr_total_vias: 666
worstHoldStart: "cout64"
grt_pass1_wl_um: 3320
wirelength_um: 2180
synthTopCellsByCount: "inv_1, nor3_1, a21oi_1"
top_usage_layer: "met2"
yosys_cells: 58
top_area_frac: 0.113
hpwl_um: 2130
die_h_um: 80
hold_path_depth: 2
antenna_found_initial: 0
warning_count: 32
grt_pass1_vias: 716
outcome: "complete, no violations"
regArea_um2: 0
pre_cts_ws_ns: 2.60
syn_inst: 58
yosysUniqueCellTypes: 22
final_layout_size_suffix_gt1_frac: 0.0238
fmax_mhz: 193
syn_area_per_cell_um2: 6.08
worstPathRequired_ns: 6.24
fin_cells: 172
setup_slack_ns: 2.63
post_cts.repair.setup_buffers: 0
dp.cells: 172
ios: 70
fin_util: 0.321
arrival_ns: 3.61
die_w_um: 80
peakVddDrop_mv: 0.0131
maxCapViolations: 0
grt_max_degree: 4
setup_tns_ns: 0
min_period_ns: 5.17
grt_use_met2: 0.117
leakagePower_uw: 0.000401
ctsResizeCount: 0
whs_ns: 3.97
hold_viol: 0
drtAntennaViolNets: 0
syn-cell-area_um2: 353
worst_setup_path_end_kind: "output port"
## layout by cell type, fill, tap and decap left out, drive strengths merged
cell and n:
a2111oi 1, a21boi 1, a21oi 8, a221o 1
a221oi 1, clkdlybuf4s50 70, clkinv 1, inv 9
nand2b 2, nor2 4, nor2b 3, nor3 8
o2111ai 2, o211ai 1, o21a 2, o21ai 3
o21bai 3, o221ai 1, o311ai 1, or3 3
xor2 1
## layer usage
metal	routed length, µm	vias up	share of wire
li1	-	356	-
met1	810	282	0.37
met2	1170	28	0.53
met3	201	0	0.092
met4	0	0	0
met5	0	-	0
## cells by family (layout without fill, tap and decap cells)
| family | Yosys count | after routing | synth area share |
|---|---|---|---|
| AND/OR/NAND/NOR | 20 | 20 | 0.298 |
| XOR/XNOR | 1 | 1 | 0.0248 |
| buffers and inverters | 12 | 80 | 0.149 |
| AND-OR/OR-AND | 25 | 25 | 0.528 |
## area by class of cell
cell class / count / share of cell area
repair buffers: 70 / 0.639
inverters: 10 / 0.0342
multi-input cells: 46 / 0.274
well taps: 46 / 0.0525
## stage by stage
stage / power [µW] / area (µm²)
after floorplan: 9.02 / 353
after global placement: 46.8 / 1100
after detailed placement: 47.2 / 1100
after CTS: 47.5 / 1100
after global routing: 50.8 / 1100
final: 46.8 / 1100
## worst max-delay path by stage
stage | startpoint | endpoint | slack, ns | depth (start not counted)
after CTS | bits[13] | zero | 2.59 | 7
final | bits[13] | zero | 2.63 | 7
after global routing | bits[13] | zero | 2.46 | 7
## critical path, cell delays in order
cell,delay (ns)
clkdlybuf4s50_1,0.42
or3_1,0.34
a221o_1,0.27
a21oi_2,0.13
o221ai_2,0.12
a221oi_2,0.24
clkdlybuf4s50_1,0.52
## power by group
part	switching (µW)	internal, µW
clock	0	0
sequential	0	0
combinational	10.8	36.0
Power and IR drop assume default switching activity.
