`./config.mk`:
```
export PLATFORM = sky130hd
export DESIGN_NAME = alu_1bit
export DESIGN_NICKNAME = alu_1bit
export VERILOG_FILES = /design/flow/design.v
export SDC_FILE = /design/flow/constraint.sdc
export NUM_CORES = 4
export LEC_CHECK = 1
export CORE_AREA = 10 10 70 70
export DIE_AREA = 0 0 80 80
```
`./constraint.sdc`:
```
current_design alu_1bit

set clk_period 1.5
set clk_io_pct 0.2

create_clock -name clk0 -period $clk_period

set non_clock_inputs [all_inputs -no_clocks]
set_input_delay [expr $clk_period * $clk_io_pct] -clock clk0 $non_clock_inputs
set_output_delay [expr $clk_period * $clk_io_pct] -clock clk0 [all_outputs]
```
`./design.v`:
```
`timescale 1ns/10ps 
module Full_Adder (in, cin, s, cout);
	input [1:0] in;
	input cin;
	output s,cout;
	wire s1, c1, c2; 
	Half_Adder HA1(.s(s1), .c(c1), .in(in));  
	Half_Adder HA2(.s(s), .c(c2), .in({s1,cin})); 
	or #0.05 (cout, c1, c2);
endmodule
module Full_Adder_testbench();
		reg [1:0] in;
		reg cin;
		wire s,cout;
		Full_Adder dut (in, cin, s, cout);
		initial begin
			in = 00; cin = 0; #0.2;
			in = 00; cin = 1; #0.2;
			in = 01; cin = 0; #0.2;
			in = 01; cin = 1; #0.2;
			in = 10; cin = 0; #0.2;
			in = 10; cin = 1; #0.2;
			in = 11; cin = 0; #0.2;
			in = 11; cin = 1; #0.2;
		end
endmodule
`timescale 1ns/10ps 
module Half_Adder (s, c, in);
	input [1:0] in;
	output s,c; 
	xor #0.05 sum(s, in[0], in[1]); 
	and #0.05 carryOut(c, in[0], in[1]); 
endmodule
module Half_Adder_testbench();
		reg [1:0] in;
		wire s,c;
		Half_Adder dut (s, c, in);
		integer i;
		initial begin
			for (i=0; i<4; i++) begin: eachMux
				in = i; #0.1;
			end
		end
endmodule
`timescale 1ns/10ps
module alu_1bit(a, b, cin, cout, out, control);
	input a, b, cin;  
	input [2:0] control;  
	output cout, out;  
	wire complement, computation, notb, complementb, temp;
	wire [7:0] results;  
	assign results[0] = b;
	not TheNotGate0 (notb, b);  
	mux2_1 addorsub(.a(b), .b(notb), .out(complement), .sel(control[0]));  
	Full_Adder addsub(.in({a,complement}), .cin(cin), .s(computation), .cout(cout));   
	assign results[2] = computation;
	assign results[3] = computation;
	and #0.05 aANDb(results[4], a, b);
	or #0.05 aORb(results[5], a, b);
	xor #0.05 xorGate(results[6], a, b);
	assign results[7] = 1'bx;
	assign results[1] = 1'bx;
	mux8_1 outALU(.in(results), .out(out), .sel(control));
endmodule
module alu_1bit_testbench();
	reg a, b, cin;  
	wire cout, out;  
	reg [2:0] control;  
	alu_1bit dut(.a, .b, .cin, .cout, .out, .control);
	integer i;
	initial begin
		for (i=0; i<2**6; i++) begin
			{a, b, cin, control[0], control[1], control[2]} = i; #10;
		end
	end
endmodule
`timescale 1ns/10ps 
module mux2_1(a, b, out, sel);
		input a, b, sel;
		output out;
		wire out1, out2, selb;
		and #0.05 a1 (out1, b, sel); 
		not #0.05 i1 (selb, sel); 
		and #0.05 a2 (out2, a , selb); 
		or #0.05 o1 (out, out1, out2);
endmodule
module mux2_1_testbench();
		reg a, b, sel;
		wire out;
		mux2_1 dut (.a, .b, .out, .sel);
		initial begin
				sel=0; a=0; b=0; #10;
				sel=0; a=0; b=1; #10;
				sel=0; a=1; b=0; #10;
				sel=0; a=1; b=1; #10;
				sel=1; a=0; b=0; #10;
				sel=1; a=0; b=1; #10;
				sel=1; a=1; b=0; #10;
				sel=1; a=1; b=1; #10;
		end
endmodule
`timescale 1ns/10ps
module mux4(sel, in, out);
	input[1:0] sel;  
	input[3:0] in;  
	output out;
	wire out, out1, out2, out3, out4;
	wire[1:0] sel;
	wire[3:0] in;
	wire NOTsel0, NOTsel1;
	not #0.05 n1(NOTsel0, sel[0]);
	not #0.05 n2(NOTsel1, sel[1]);
	and #0.05 a1(out1, NOTsel0, NOTsel1, in[0]);
	and #0.05 a2(out2,  sel[0], NOTsel1, in[1]);
	and #0.05 a3(out3, NOTsel0,  sel[1], in[2]);
	and #0.05 a4(out4,  sel[0],  sel[1], in[3]);
	or #0.05 o1(out, out1, out2, out3, out4);
endmodule 
module mux4_testbench();           
	reg [1:0] sel; 
	reg [3:0] in; 
	wire out;      
	mux4 dut(.sel, .in, .out);
	integer i;
	initial begin            
		for(i=0; i<2**6; i++) begin
			{sel, in} = i; #10;       
		end            
	end            
endmodule      
module mux8_1(in, out, sel);
		input [2:0] sel;
		input [7:0] in; 
		output out;
		wire a, b;
		mux4 muxa(.sel(sel[1:0]), .in(in[3:0]), .out(a));
		mux4 muxb(.sel(sel[1:0]), .in(in[7:4]), .out(b));
		mux2_1 muxc(.a(a), .b(b), .out(out), .sel(sel[2]));
endmodule
`timescale 1ns/10ps 
module mux8_1_testbench();
		reg [2:0] sel;
		reg [7:0] in; 
		wire out;
		mux8_1 dut (in, out, sel);
		integer i;
		initial begin
			in = 8'b11010101; #10;
			for (i=0; i<8; i++) begin: eachMux
				sel = i;	#10;
			end
		end
endmodule
```
`./run.sh`:
```
#!/bin/bash
# OpenROAD 26Q1-2900-gdf79404cd8, Yosys 0.63+post, stock flow scripts
make -C /OpenROAD-flow-scripts/flow DESIGN_CONFIG=/design/flow/config.mk WORK_HOME=/design/flow/orfs finish
```
==> results.json <==
{
  "syn_inst": 16,
  "yosysTopAreaCell": "ha_1",
  "hp-class": "in -> out",
  "initCoreUtil_pct": 3.81,
  "seq_cells": 0,
  "violations": "setup timing",
  "dp_slack_ns": -0.998,
  "clock.fmax_mhz": 558,
  "syn_avg_cell_area_um2": 8.13,
  "maxCapViolations": 0,
  "cp.required_ns": 1.20,
  "status": "complete, but fails checks",
  "hpwl_um": 412,
  "vias_per_cell": 2.05,
  "p_per_area_mw_per_mm2": 228,
  "drive_gt1_share_pct": 53.3,
  "warnings": 36,
  "syn-cell-area_um2": 130,
  "fin_crit_sh_pct": 119,
  "topCellsByArea": "ha_1, fa_1, inv_1, nand2b_4, o32a_1",
  "holdWs_ns": 1.12,
  "io_buffers": 8,
  "leakagePower_nw": 0.138,
  "synth_cell_types": 12,
  "grt_usage_pct": 1.46,
  "place_congestion": 0.666,
  "rsz0062_at_grt": "true",
  "yosysChipArea_um2": 130,
  "cp-end-kind": "output pin",
  "detail-route-antenna-nets": 0,
  "yosys.stat.seqShare_pct": 0,
  "diodes": 0,
  "antenna_found_initial": 0,
  "crit_type": "in -> out",
  "totalWireLength_um": 444,
  "crit_path_max_fanout": 2,
  "postCtsHoldBufs": 0,
  "grt_pass1_vias": 159,
  "syn_to_final_growth_pct": 139,
  "core.rowCount": 21,
  "wire_per_inst_um": 5.84,
  "via_count": 156,
  "fin_crit_ns": 1.79,
  "grt_overflow": 0,
  "die_x_um": 80,
  "drc": 0,
  "place_area_um2": 305,
  "peakVddDrop_uv": 37.3,
  "fin_area_um2": 312,
  "synth.top_cell.area_share_pct": 19.2,
  "yosysMostFrequentCell": "inv_1",
  "chipHeight_um": 80,
  "cp-start-kind": "input pin",
  "first_iter_violations": 0,
  "ys_cells": 16,
  "grt_pass1_wl_um": 759,
  "top_cells_by_count": "inv_1, ha_1",
  "yosys_warnings": 0,
  "core_mm2": 0.00342,
  "crit_arrival_ns": 1.49,
  "min_from": "cin",
  "drv_slew": 0,
  "pin_count": 8,
  "grt_max_degree": 5,
  "finalHoldViolations": 0,
  "die-area_mm2": 0.00640,
  "register_area_um2": 0,
  "setup_ws_ns": -0.292,
  "slew_headroom_pct": 87.5,
  "worstMarginPinSlew_ns": 0.187,
  "critPathLaunch": "b",
  "clkbuf_count": 0,
  "setup_viol": 1,
  "dr.pass1.iters": 1
}
[metal layers]
metal	vias to the layer above	share of wire, %	global-route usage (%)
met2	4	50	2.57
met3	0	17	1.14
met5	-	0	0
li1	79	-	-
met1	73	34	1.39
met4	0	0	0
[layout make-up]
class | instances | area (um2)
fillers | 413 | 3100
inverters | 4 | 15.0
multi-input cells | 12 | 123
well taps | 46 | 57.6
repair buffers | 14 | 116
[critical path, stage by stage]
cell and delay (ns):
buf_8 0.10, xnor2_2 0.12, fa_1 0.48, nor2b_1 0.04
o32a_1 0.32, buf_2 0.13
[stage by stage]
stage | setup TNS, ns | cells | power (mW) | util (%)
2_1_floorplan | -0.0120 | 16 | 0.0250 | -
3_3_place_gp | -1.61 | 75 | 0.0715 | 8.94
3_5_place_dp | -1.62 | 75 | 0.0723 | 8.94
4_1_cts | -0.309 | 76 | 0.0705 | 8.97
5_1_grt | -0.328 | 76 | 0.0800 | 9.12
6_report | -0.292 | 76 | 0.0710 | 9.12
[power by group]
part | internal, mW | total [mW] | switching (mW)
combinational | 0.0455 | 0.0710 | 0.0255
sequential | 0 | 0 | 0
clock | 0 | 0 | 0
[cell usage in the layout, fill, tap and decap left out, types with 2 or more instances in the layout]
cell type | Yosys | final
buf_4 | 0 | 6
buf_2 | 0 | 3
inv_1 | 4 | 2
inv_2 | 0 | 2
ha_1 | 2 | 2
clkdlybuf4s50_1 | 0 | 2
[cells by family after synthesis]
group / after synthesis / share of synthesized area, %
buf+inv: 4 / 11.5
fa+ha+maj: 3 / 34.6
xor+xnor: 1 / 6.73
simple gates: 6 / 32.7
compound gates: 2 / 14.4
[path summary, 6_finish.rpt]
check,endpoint,cells past startpoint,slack [ns]
max,out,6,-0.29
min,cout,5,1.12
[repair_timing]
item	CTS	global route
endpoints found under the hold margin	0	0
pin swaps	3	1
endpoints found under the setup margin	2	2
gates resized	28	2
buffers inserted	1	0
No activity file was given, so power comes from the tool's default toggle rates.
